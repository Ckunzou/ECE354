### run.sh
#!/bin/bash
# OpenROAD 26Q1-2900-gdf79404cd8, Yosys 0.63+post, stock flow scripts
make -C /OpenROAD-flow-scripts/flow DESIGN_CONFIG=/design/flow/config.mk WORK_HOME=/design/flow/orfs finish
### config.mk
export PLATFORM = sky130hd
export DESIGN_NAME = rle_enc
export DESIGN_NICKNAME = rle_enc
export VERILOG_FILES = /design/flow/design.v
export SDC_FILE = /design/flow/constraint.sdc
export NUM_CORES = 4
export LEC_CHECK = 1
export CORE_UTILIZATION = 40
### constraint.sdc
current_design rle_enc

set clk_period 3.1
set clk_io_pct 0.2

create_clock -name clk0 -period $clk_period [get_ports {clk}]

set non_clock_inputs [all_inputs -no_clocks]
set_input_delay [expr $clk_period * $clk_io_pct] -clock clk0 $non_clock_inputs
set_output_delay [expr $clk_period * $clk_io_pct] -clock clk0 [all_outputs]
### design.v
module rle_enc (clk, rst, rd_req , recv_ready ,send_ready, in_data , out_data, end_of_stream ,wr_req);
input clk,rst; 				 
input recv_ready,send_ready;		 
input [7:0] in_data;			 
input end_of_stream ;			 
output [23:0] out_data;			 
output rd_req,wr_req;			 
reg rd_reg,wr_reg;			 
reg [22:0] bit_count;			 
reg [3:0] shift_count;			 
reg value_type;				 
reg [7:0] shift_buf;			 
reg [3:0] state;
reg [3:0] next_state;
reg new_bitstream; 			 
parameter INIT  = 4'b0000,REQUEST_INPUT = 4'b0001,WAIT_INPUT = 4'b0010,COUNT_BITS = 4'b0011,
SHIFT_BITS = 4'b0100,COUNT_DONE = 4'b0101,WAIT_OUTPUT = 4'b0110, RESET_COUNT = 4'b0111, READ_INPUT  = 4'b1000;
always @(state or recv_ready or send_ready or end_of_stream or bit_count or new_bitstream or shift_count) begin
	case(state)
		INIT: begin
			next_state = REQUEST_INPUT;
		end
		REQUEST_INPUT: begin
			if(recv_ready) next_state = WAIT_INPUT;
			else if(end_of_stream  && bit_count) next_state = COUNT_DONE;
			else next_state = REQUEST_INPUT;
		end
		WAIT_INPUT: next_state = READ_INPUT ;
		READ_INPUT : next_state = COUNT_BITS;
		COUNT_BITS: next_state = SHIFT_BITS;
		SHIFT_BITS:
		begin
			if(new_bitstream) next_state = COUNT_DONE;
			else begin
				if(shift_count == 7) next_state = REQUEST_INPUT;
				else next_state = COUNT_BITS;
			end
		end
		COUNT_DONE:
		begin
			if(send_ready) next_state = WAIT_OUTPUT ;
			else next_state = COUNT_DONE;
		end
		WAIT_OUTPUT : next_state = RESET_COUNT ;
		RESET_COUNT : begin
			if(end_of_stream ) next_state = INIT;
			else next_state = COUNT_BITS;
		end
		default: next_state = INIT;
	endcase
end
always @(posedge clk) begin
	if(rst) state <= INIT;
	else state <= next_state;
	case(state)
	INIT: begin			
		bit_count <= 0;
		shift_buf <= 0;
		rd_reg <= 0;
		wr_reg <= 0;
		new_bitstream <= 1;
		value_type <=0;
	end
	REQUEST_INPUT: begin
		rd_reg <= 1;
		shift_count <= 0;
	end
	WAIT_INPUT: begin
		rd_reg <=0;
	end
	READ_INPUT : begin
		shift_buf <= in_data;
	end
	COUNT_BITS: begin
		if(new_bitstream) begin
		new_bitstream <= 0;
		value_type = shift_buf[0];
		bit_count <=1;
		end
		else begin
			if(shift_buf[0] == value_type) begin
		bit_count = bit_count+1;
			end
			else begin
		new_bitstream<=1;
			end
		end
	end
	SHIFT_BITS: begin
		if(!new_bitstream) begin
		shift_buf=shift_buf>>1;
		shift_count=shift_count+1;
		end
	end
	COUNT_DONE: begin
		wr_reg <= 1;
	end
	WAIT_OUTPUT : begin
		wr_reg <= 0;
	end
	RESET_COUNT : begin
		bit_count <=0;
	end
	endcase
end
assign rd_req = rd_reg;
assign wr_req = wr_reg;
assign out_data[23] = value_type;
assign out_data[22:0] = bit_count[22:0];
endmodule
==> reports/notes.md <==
The run gives 5 for the number of buffers added by the clock tree synthesis step. The H-tree was split into 2 levels. The registers reported with the highest flop counts are bit_count x23, state x9, shift_buf x8. For this design the ratio of total power to cell area is 457 nW/µm². Per the OpenROAD power report, leakage power amounts to 0.955 nW. Entering global routing, the biggest net connects 22 pins. The tools report the post-route DRC violation count as 0.

The total area of multi-input combinational cells is 922 µm². In the routed layout, each cell is associated on average with a via count of 5.41. Measured in cells, the most critical reg-to-reg path has a length of 4. The run gives 48 as the number of sinks on the clock net. The run gives 2350 µm² for the netlist area before placement. For reference, the top cells by area after synthesis are sky130_fd_sc_hd__edfxtp_1 50%, sky130_fd_sc_hd__dfxtp_1 7.7%, sky130_fd_sc_hd__xor2_1 3.4%, sky130_fd_sc_hd__a21oi_1 3.2%, sky130_fd_sc_hd__nor2_1 3.2%. According to the floorplan report, the die height is 78.6 µm. For the via count of the first global-routing pass, the log shows 1611. The initial antenna violation count is 0. The global-route usage over all layers is 17.0%, and the arrival time of data at the critical path endpoint is 2270 ps. Buffers added to address setup during post-CTS repair amount to 0. The number of cells on the worst hold path is listed as 2. The tools report the final worst clock skew as 3.53 ps.

The register with the most flip-flops was bit_count. The clock latency at the later pin of the worst-skew pair is 300 ps, and the final weighted congestion in routability-driven placement is 0.817. For this run, the register share of the synthesized area comes to 57.6%. Mean instance size in the synthesized netlist: 11.0 µm². The tools report the worst hold margin as 464 ps. End of the worst register-to-register path: bit_count[22]. In the placement report, post-DP HPWL is listed as 3.19 mm. The synthesized netlist handed to floorplanning was reported with a cell count of 214. The worst ir drop on vdd was 0.278 mV. Hold-critical path endpoint: state[4]. The worst setup path is of the reg2reg kind. Class of the worst hold path: reg2reg.

The run gives 0 as the global route total overflow. The tools report the unique cell type count in the Yosys netlist as 36. The setup check on the worst reg-to-reg path leaves a slack of 980 ps. The number of violations reported at the end of detailed-routing iteration 0 is 68. The final core utilization was 52.1%; the fraction of layout cells with a size suffix above 1 was 6.00%.

OpenROAD warning count: 26. Number of cells after detailed placement: 314. The final timing report lists a max-slew violation count of 0.

In this run the clock root is driven by a sky130_fd_sc_hd__clkbuf_8. With the data required time of the critical path at 3250 ps, the final period utilization is 68.4%. With the post-layout total power at 1.33 mW, the post-placement worst setup slack is 996 ps. The wire length of the first global-routing pass came out at 7.79 mm. In this run the count of I/O pins placed on the die edge is 39. With the placeable core region at 5570 µm², the filler cell count in the final layout is 505. The routed wire length was 4.64 mm. TritonCTS built the clock tree. The tools report the startpoint class of the critical path as a register. The kind of end point of the critical path was a register.

The routed wire length per instance is 14.4 µm. The flow ran to the end, and the final reports show no timing, DRC or antenna violations. The final report lists a non-filler cell total of 322. For the pin with the worst max-slew slack, the measured transition is 766 ps.

In the synthesis report, Yosys lists the chip area as 2350 µm². The final route contains 1741 vias. The tools report the area of all placed cells without fillers as 2900 µm². The cell type that accounts for the most area after synthesis is sky130_fd_sc_hd__edfxtp_1. Based on the critical path, the design can be clocked at up to 0.472 GHz. The detail route stage leaves a number of antenna-violating nets equal to 0. Once the floorplan was initialized, standard cells occupied 42.1% of the core.

The run gives 1 for the number of warnings reported in the yosys synthesis log. The run gives 90 ps for the post-CTS clock slew at the launch and capture registers of the worst setup and hold paths. The first-pass iteration count of the detailed router came out at 4.

Setup total negative slack on the finished layout was measured at 0 ps. The chip occupies 6180 µm². The most common logic cells in the final layout are 39 x sky130_fd_sc_hd__edfxtp_1, 38 x sky130_fd_sc_hd__clkdlybuf4s50_1, 20 x sky130_fd_sc_hd__nor2_1. The number of storage elements in the synthesis netlist was 48; the count of port buffers added during placement was 38.

The tools report the launch instance of the worst register-to-register path as bit_count[9]. Hold repair after CTS inserted 0 buffers. With the standard cell area after detailed placement at 2780 µm², the worst setup slack after layout is 980 ps.

From the final report, the count of setup violators was given as 0. For the number of buffers between clock root and the deepest sink, the log shows 2. The floorplan has 27 rows.

The final antenna diode tally reported by the flow is 0. The x dimension of the die works out to 78.6 µm. The register with the most flip-flops in the layout has 23 of them.

The most frequent logic cell in the layout is sky130_fd_sc_hd__edfxtp_1. Per the timing report, the biggest fanout along the worst path comes to 14. The source of the worst hold timing path is state[6]. Subtracting the final worst setup slack from the clock period gives 2120 ps. The run gives 214 for the number of cells in Yosys stat.

The slew check shows that the tightest pin keeps a relative margin of 48.9%. Setup repair after global routing left no endpoint under its margin. The run gives 23.7% for the relative area change from synthesis to final layout. The share of the synthesized area in the top cell type works out to 49.9%.

The run reported a max-capacitance violation count of 0. The run gives 1350 µm² for the flip-flop and latch area. Hold-check failures listed in the final report amount to 0.

The report lists the number of cells resized after CTS as 0.
[critical path: stages, from the launching register on]
cell and delay, ps:
sky130_fd_sc_hd__edfxtp_1 490, sky130_fd_sc_hd__and4_1 280, sky130_fd_sc_hd__nand4_1 410, sky130_fd_sc_hd__or4_1 650, sky130_fd_sc_hd__a21oi_1 150
[report_power, final]
part           leakage (nW)  switching [mW]  internal (mW)  total, mW
Clock                0.0614           0.217          0.264      0.481
Sequential            0.471          0.0311          0.724      0.755
Combinational         0.423          0.0336         0.0573     0.0909
Total                 0.955           0.282           1.04       1.33
[cell usage after synthesis]
master	count
sky130_fd_sc_hd__nor4_1	6
sky130_fd_sc_hd__a22oi_1	1
sky130_fd_sc_hd__buf_2	1
sky130_fd_sc_hd__nor4b_1	1
sky130_fd_sc_hd__nand2b_1	3
sky130_fd_sc_hd__nand2_1	10
sky130_fd_sc_hd__or3_1	5
sky130_fd_sc_hd__or4_1	6
sky130_fd_sc_hd__nand3b_1	1
sky130_fd_sc_hd__mux2_2	1
sky130_fd_sc_hd__and4_1	3
sky130_fd_sc_hd__a21oi_1	15
sky130_fd_sc_hd__and4_2	1
sky130_fd_sc_hd__nor3_1	6
sky130_fd_sc_hd__or3_2	2
sky130_fd_sc_hd__a21o_1	1
sky130_fd_sc_hd__nor2b_1	3
sky130_fd_sc_hd__clkbuf_1	9
sky130_fd_sc_hd__and3_1	1
sky130_fd_sc_hd__ha_1	3
sky130_fd_sc_hd__o21a_1	1
sky130_fd_sc_hd__nand3_1	9
sky130_fd_sc_hd__o2111ai_1	1
sky130_fd_sc_hd__inv_1	8
sky130_fd_sc_hd__nor2_1	20
sky130_fd_sc_hd__xnor2_1	6
sky130_fd_sc_hd__dfxtp_1	9
sky130_fd_sc_hd__edfxtp_1	39
sky130_fd_sc_hd__a22o_1	7
sky130_fd_sc_hd__buf_4	1
sky130_fd_sc_hd__o31ai_1	6
sky130_fd_sc_hd__nand4_1	7
sky130_fd_sc_hd__and2_1	6
sky130_fd_sc_hd__o21ai_0	5
sky130_fd_sc_hd__or2_2	1
sky130_fd_sc_hd__xor2_1	9
[layout make-up]
type	instances	area share, %
multi-input combinational	147	31.8
sequential	48	46.6
clock buffer	6	2.84
inverter	8	1.03
clock inverter	2	1.34
timing repair buffer	39	13.4
tap	72	3.10
[worst max path at each step]
stage             from             to  slack [ps]  cells after the start
4_1_cts   bit_count[9]  bit_count[20]         950                      4
5_1_grt   bit_count[9]  bit_count[17]         770                      4
6_report  bit_count[9]  bit_count[22]         980                      4
[cells by family (layout without fill, tap and decap cells)]
| group | after synthesis | in the layout | synth area share (%) |
|---|---|---|---|
| AOI/OAI and AO/OA | 37 | 37 | 10.1 |
| DFF | 48 | 48 | 57.6 |
| buffers and inverters | 19 | 55 | 3.25 |
| xor gates and xnor gates | 15 | 15 | 5.60 |
| muxes | 1 | 1 | 0.480 |
| adders and majority gates | 3 | 3 | 1.60 |
| and+or+nand+nor | 91 | 91 | 21.3 |
[routing by layer]
layer / vias to the layer above / GRT usage (%) / share of wire [%]
li1: 872 / - / -
met1: 817 / 28.3 / 47
met2: 48 / 25.7 / 47
met3: 4 / 2.95 / 5.0
met4: 0 / 1.85 / 1.0
met5: - / 0 / 0
Power is estimated from default activity; no workload was simulated.
